==> flow/design.v <==
`timescale 1ns/1ns
module PC(
	input CLK,
	input [31:0]Dirsig,
	output reg [31:0]Dir
);
initial 
	begin
		Dir = 8'd0;
	end
	always @(posedge CLK)
	begin
		Dir <= Dirsig;
	end
endmodule
==> flow/run.sh <==
#!/bin/bash
# OpenROAD 26Q1-2900-gdf79404cd8, Yosys 0.63+post, stock flow scripts
make -C /OpenROAD-flow-scripts/flow DESIGN_CONFIG=/design/flow/config.mk WORK_HOME=/design/flow/orfs finish
==> flow/config.mk <==
export PLATFORM = sky130hd
export DESIGN_NAME = PC
export DESIGN_NICKNAME = PC
export VERILOG_FILES = /design/flow/design.v
export SDC_FILE = /design/flow/constraint.sdc
export NUM_CORES = 4
export LEC_CHECK = 1
export CORE_AREA = 10 10 72 72
export DIE_AREA = 0 0 82 82
==> flow/constraint.sdc <==
current_design PC

set clk_period 1.0
set clk_io_pct 0.2

create_clock -name clk0 -period $clk_period [get_ports {CLK}]

set non_clock_inputs [all_inputs -no_clocks]
set_input_delay [expr $clk_period * $clk_io_pct] -clock clk0 $non_clock_inputs
set_output_delay [expr $clk_period * $clk_io_pct] -clock clk0 [all_outputs]
==> reports/metrics.cfg <==
[final_layout]
layout_top_cells = clkdlybuf4s50_1, clkdlybuf4s15_1, dfxtp_1
regMostFlops = Dir
nMultiInputCombCells = 0
drive_gt1_frac = 0.279
largest_register_ffs = 32
utilization = 0.377
mi_logic_area_um2 = 0
syn2layout_area_growth_pct = 117
largestRegisters = Dir x32
final_common_cell = clkdlybuf4s50_1

[yosys]
netlist-cell-type-count = 1
synth_area_per_cell_um2 = 20.0
syn_area_um2 = 641
top_cell_area_share = 1.00
synth-xor-area-share = 0
ys_warn_count = 1
mux_area_frac = 0
postSynthSeqShare = 1.00
aoi_share = 0
yosys-stat-area_um2 = 641
ys.flops = 32
synth_cells = 32
simple_gate_share = 0
synth.area.top_cells = dfxtp_1
top_area_cell = dfxtp_1
ys_cells = 32
synth-adder-area-share = 0

[worst_setup_path]
max_stage_delay_ns = 0.31
end_kind = output pin
path_class = reg2out
cp.required_ns = 0.80
path_cells = clkdlybuf4s15_1
cpLargestDelayFamily = flip-flops
critPathMaxFanout = 1
start_kind = flip-flop
crit_arrival_ns = 0.75
crit_buf_inv = 1
critPathSlowestCell = dfxtp_1

[drt]
drt_iter0_drc = 4
vias = 495
final_antenna_net_count = 0
drt-total-wl_mm = 1.94
wl_per_cell_um = 12.7
drc_errors = 0
first_pass_iters = 2
antennaDiodeCount = 0
viasPerCell = 3.26

[floorplanning]
fp_util = 0.174
rows = 22
io_pins = 65
core_mm2 = 0.00369
dieArea_mm2 = 0.00672
die_x_um = 82
dieHeight_um = 82

[clock_network]
clk_pin_slew_ns = 0.06
htreeDepth = 2
numCtsBuffers = 5
cts_num_sinks = 32
root_buffer = clkbuf_8
ctsLongestPathBuffers = 2
cts_tree = built

[worst_hold_path]
hold_path_class = in2reg

[grt]
antenna_found_initial = 0
grt_pass1_wl_mm = 2.85
globalRoute.totalOverflow = 0
grt_pass1_vias = 516
grt_use_total = 0.0574
grt_max_degree = 10

[place]
dp_slack_ns = 0.0343
port-buffer-count = 64
gp_congestion = 0.779

[power_and_ir_drop]
irDropWorstVdd_v = 0.000683
p_leak_nw = 0.582
power.density_mw_per_mm2 = 1820

[final_timing]
final.setup.tns_ns = 0
slew_viol_final = 0
relSlewSlack = 0.954
fin_ws_ns = 0.0469
fmax_mhz = 1050
period_used_share = 0.953
finalHoldViolCount = 0
rsz0062_at_grt = no
fin_crit_ns = 0.953
setup_violations = 0
worst_slew_pin_slew_ns = 0.0691

[run]
max-cap-violations = 0
warning_count = 25

[run_status]
status = finished, final reports clean

area by class of cell:
cell class / count / area (um^2)
clock buffers: 8 / 90.1
fillers: 367 / 2300
flip-flops and latches: 32 / 656
well taps: 48 / 60.1
repair buffers: 64 / 586
per-stage QoR:
| step | instance area [um^2] | power, W | cells | hold slack (ns) |
|---|---|---|---|---|
| final | 1390 | 0.00253 | 152 | 0.359 |
| after global routing | 1390 | 0.00268 | 152 | 0.330 |
| after floorplan | 641 | 0.00137 | 32 | 0.228 |
| after CTS | 1430 | 0.00259 | 152 | 0.347 |
| after detailed placement | 1340 | 0.00163 | 144 | 0.652 |
| after global placement | 1340 | 0.00163 | 144 | 0.651 |
report_power, final:
| group | internal [W] | switching (W) |
|---|---|---|
| clock | 0.000560 | 0.000407 |
| combinational | 0.000171 | 0.0000242 |
| sequential | 0.00135 | 0.0000155 |
cell families (layout without fill, tap and decap cells):
group    count (synthesis)  after routing
buf+inv                  0             72
flops                   32             32
repair_timing:
item / 4_1_cts / 5_1_grt
hold buffers: 0 / 0
resized: 65 / 22
setup buffers: 0 / 0
setup endpoints to repair: 32 / 16
final timing paths:
| path | from | endpoint | slack, ns | cells past startpoint |
|---|---|---|---|---|
| worst min-delay path | Dirsig[19] | Dir[19] | 0.36 | 1 |
| worst max-delay path | Dir[9] | Dir[9] | 0.05 | 1 |
metal layers:
layer | up-vias | track usage | part of all wire
met2 | 43 | 0.0784 | 0.42
met3 | 5 | 0.0551 | 0.21
met1 | 210 | 0.0633 | 0.35
met4 | 0 | 0.0136 | 0.024
met5 | - | 0 | 0
li1 | 237 | - | -
cells in the mapped netlist (all sizes together):
| master | number |
|---|---|
| dfxtp | 32 |
No activity file was given, so power comes from the tool's default toggle rates.
