--- design/flow/design.v ---
`timescale 1ns/1ns
module ADD(
	input [31:0]op1,
	input [31:0]op2,
	output [31:0]Resultado
);
assign Resultado = op1 + op2;
endmodule
--- design/flow/run.sh ---
#!/bin/bash
# OpenROAD 26Q1-2900-gdf79404cd8, Yosys 0.63+post, stock flow scripts
make -C /OpenROAD-flow-scripts/flow DESIGN_CONFIG=/design/flow/config.mk WORK_HOME=/design/flow/orfs finish
--- design/flow/config.mk ---
export PLATFORM = sky130hd
export DESIGN_NAME = ADD
export DESIGN_NICKNAME = ADD
export VERILOG_FILES = /design/flow/design.v
export SDC_FILE = /design/flow/constraint.sdc
export NUM_CORES = 4
export LEC_CHECK = 1
export CORE_AREA = 10 10 107 107
export DIE_AREA = 0 0 117 117
--- design/flow/constraint.sdc ---
current_design ADD

set clk_period 18.1
set clk_io_pct 0.2

create_clock -name clk0 -period $clk_period

set non_clock_inputs [all_inputs -no_clocks]
set_input_delay [expr $clk_period * $clk_io_pct] -clock clk0 $non_clock_inputs
set_output_delay [expr $clk_period * $clk_io_pct] -clock clk0 [all_outputs]
==> flow_metrics.py <==
# Synthesis and PnR figures
metrics = {
    "outcome": {
        "status": "finished clean",
    },
    "cells_and_area": {
        "fill_cells": 982,
        "regArea_sq_um": 0,
        "layout-drive-gt1-share_pct": 3.07,
        "ff_count": 0,
        "layout.cells.non_filler": 437,
        "area_growth_syn_to_layout_pct": 60.5,
        "mostFrequentLayoutCell": "clkdlybuf4s50_1",
        "clockBufferCount": 0,
        "layout_top_cells": "clkdlybuf4s50_1, ha_1, a21oi_1",
        "design_area_sq_um": 2800,
    },
    "place": {
        "place_area_sq_um": 2800,
        "gp_congestion": 0.828,
        "dp_cells": 437,
        "place.detailed.hpwl_microns": 5580,
        "numPortBuffers": 96,
    },
    "hold_path": {
        "whs_path_depth": 3,
        "hold_path_end": "Resultado[0]",
        "min_path_type": "in -> out",
        "min_from": "op2[0]",
    },
    "job": {
        "cap_violations": 0,
        "warnings": 32,
    },
    "final_timing": {
        "holdWs_ns": 8.28,
        "drv_slew": 0,
        "hold_violations": 0,
        "setup_viol": 0,
        "slew_headroom_pct": 63.7,
        "period_used_pct": 56.4,
        "fin_setup_tns_ns": 0,
        "max_freq_ghz": 0.0979,
        "period_needed_ns": 10.22,
        "worstMarginPinSlew_ns": 0.530,
        "rsz0062_at_grt": "no",
    },
    "logic_synthesis": {
        "ys_area_sq_um": 1740,
        "syn_area_sq_um": 1740,
        "syn_inst": 241,
        "avgSynthCellArea_sq_um": 7.24,
        "yosysWarnings": 0,
        "yosys_cells": 241,
        "synth_seq_share_pct": 0,
        "synth_cell_types": 50,
    },
    "cts": {
        "cts_hold_buffers": 0,
        "post-cts-setup-buffer-count": 0,
        "cts_resized": 0,
    },
    "routing": {
        "drc": 0,
        "num_antenna_cells": 0,
        "ant_nets": 0,
        "avgViaCountPerCell": 4.77,
        "vias": 2085,
        "drt_iter0_drc": 86,
        "first_pass_iters": 4,
        "wirelength_microns": 6300,
        "post_drt_wl_per_cell_microns": 14.4,
    },
    "critical_path": {
        "cp-start-kind": "primary input",
        "endpoint_kind": "output port",
        "worstSetupPathType": "in -> out",
        "required_ns": 14.48,
        "cp_max_fo": 4,
        "worstPathArrival_ns": 6.60,
    },
    "die": {
        "die_w_microns": 117,
        "rows": 35,
        "initial_utilization_pct": 19.0,
        "io_pins": 96,
        "core_area_sq_um": 9200,
        "chipArea_sq_um": 13700,
        "die_height_microns": 117,
    },
    "global_routing": {
        "grt_pass1_wl_microns": 10200,
        "grt_pass1_vias": 2097,
        "antenna_found_initial": 0,
        "overflow": 0,
        "grt_max_degree": 11,
        "grt_usage_pct": 8.90,
    },
    "pwr": {
        "peakVddDrop_mv": 0.0170,
        "p_leak_nw": 1.18,
        "p_per_area_nw_per_um2": 38.7,
        "total_power_uw": 108,
    },
}
## worst max path at each step
stage,start,endpoint,slack (ns),depth (start not counted)
5_1_grt,op1[24],Resultado[31],7.72,10
6_report,op1[0],Resultado[26],7.88,11
4_1_cts,op1[0],Resultado[26],7.86,11
## area by class of cell
type | instances | area, sq um | area share (%)
multi-input combinational | 224 | 1680 | 59.9
tap | 111 | 139 | 4.96
timing repair buffer | 96 | 961 | 34.3
inverter | 6 | 22.5 | 0.804
## layer usage
layer	global-route usage, %	up-vias	wire length [microns]
met5	0	-	0
met4	0	0	0
met2	15.1	60	2830
li1	-	1093	-
met1	11.2	932	2760
met3	3.20	0	713
## stage by stage
stage	utilization (%)	worst slack, ns
after floorplan	-	9.03
after global placement	30.4	7.88
after detailed placement	30.4	7.87
after CTS	30.4	7.86
after global routing	30.4	7.72
final	30.4	7.88
## critical path, cell delays in order
cell	delay (ns)
clkdlybuf4s50_1	0.41
ha_1	0.24
fa_1	0.40
a21o_1	0.22
a31o_2	0.28
nand3_1	0.09
o221ai_1	0.23
a311oi_1	0.37
o21bai_1	0.12
xor2_1	0.13
clkdlybuf4s50_1	0.50
## power by group
| part | internal [mW] | switching, mW | total (mW) |
|---|---|---|---|
| Sequential | 0 | 0 | 0 |
| Clock | 0 | 0 | 0 |
| Combinational | 0.0644 | 0.0438 | 0.108 |
| Total | 0.0644 | 0.0438 | 0.108 |
## logic make-up (layout without fill, tap and decap cells)
family	count (synthesis)	in the layout	synth area share, %
compound gates	97	97	39.3
simple gates	65	65	18.3
fa+ha+maj	32	32	23.4
xor+xnor	28	28	14.1
buf+inv	17	102	3.80
mux	2	2	1.15
## synthesized netlist by cell type, types with 3 or more instances
cell	n	share of area, %
ha_1	31	22
clkbuf_1	8	1.7
a21oi_1	29	8.3
o21bai_1	4	1.7
o21ai_0	13	3.7
nor2_1	12	2.6
a211oi_1	3	1.3
nand3_1	10	2.9
xor2_1	15	7.5
nand4_1	8	2.9
a31oi_1	3	1.1
nand2_1	18	3.9
or2_2	3	1.1
a21o_1	19	8.2
inv_1	6	1.3
xnor2_1	13	6.5
nor3_1	4	1.1
o211ai_1	3	1.3
Power is estimated from default activity; no workload was simulated.
