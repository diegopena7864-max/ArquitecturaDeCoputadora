==> ./run.sh <==
#!/bin/bash
# OpenROAD 26Q1-2900-gdf79404cd8, Yosys 0.63+post, stock flow scripts
make -C /OpenROAD-flow-scripts/flow DESIGN_CONFIG=/design/flow/config.mk WORK_HOME=/design/flow/orfs finish
==> ./config.mk <==
export PLATFORM = sky130hd
export DESIGN_NAME = alu_extendida
export DESIGN_NICKNAME = alu_extendida
export VERILOG_FILES = /design/flow/design.v
export SDC_FILE = /design/flow/constraint.sdc
export NUM_CORES = 4
export LEC_CHECK = 1
export CORE_AREA = 10 10 102 102
export DIE_AREA = 0 0 112 112
==> ./constraint.sdc <==
current_design alu_extendida

set clk_period 7.6
set clk_io_pct 0.2

create_clock -name clk0 -period $clk_period

set non_clock_inputs [all_inputs -no_clocks]
set_input_delay [expr $clk_period * $clk_io_pct] -clock clk0 $non_clock_inputs
set_output_delay [expr $clk_period * $clk_io_pct] -clock clk0 [all_outputs]
==> ./design.v <==
`timescale 1ns/1ns
module alu_extendida(
    input  [3:0] a,      
    input  [3:0] b,      
    input  [2:0] sel,    
    input        dir,    
    output reg [7:0] c   
);
always @* begin
    case(sel)
        3'b000: c = a + b;         
        3'b001: c = a - b;         
        3'b010: c = a & b;         
        3'b011: c = a | b;         
        3'b100: c = a ^ b;         
        3'b101: begin              
            if (a == b)
                c = 8'd1;          
            else if (a > b)
                c = 8'd2;          
            else
                c = 8'd0;          
        end
        3'b110: begin              
            if (dir == 1'b0)
                c = a << 1;        
            else
                c = a >> 1;        
        end
        3'b111: c = a * b;         
        default: c = 8'b00000000;  
    endcase
end
endmodule
==> impl_metrics.yaml <==
# physical design summary
status:
  status: "finished clean"
critical_path:
  path_cells: "clkdlybuf4s50_1 -> nand2_1 -> fa_1 -> inv_1 -> fa_1 -> fa_1 -> nand2_1 -> o31ai_1 -> nand2_1 -> a221oi_2 -> clkdlybuf4s50_1"
  path_max_fanout: 8
  cpPeakStageDelay_ns: 0.67
  cp-end-kind: "primary output"
  worstPathRequired_ns: 6.08
  crit_family: "adder cells"
  path_buffers: 3
  worstSetupStartpointType: "input port"
  crit_arrival_ns: 5.05
  cp.depth: 11
  crit_type: "input port to primary output"
  cp_slowest_cell: "clkdlybuf4s50_1"
final_timing:
  rsz0062_at_grt: "no"
  min_period_ns: 6.566
  slew_headroom_pct: 44.21
  setup_viol: 0
  timing.final.ws_setup_ns: 1.034
  period_used_pct: 86.40
  hold_viol: 0
  drv_slew: 0
  tns_ns: 0
  tightest_slew_ns: 0.8342
  hold_slack_ns: 4.292
  fmax_mhz: 152.3
logic_synthesis:
  ys_seq_share_pct: 0
  synthMostInstantiatedCell: "ha_1"
  netlist_area_mm2: 0.001136
  synth_top_area_share_pct: 26.43
  yosysUniqueCellTypes: 41
  top_area_cell: "ha_1"
  netlist_instances: 151
  common_cells: "24 x ha_1, 17 x inv_1, 15 x nor2_1"
  synth_warnings: 1
  synth_area_per_cell_um2: 7.524
  ys_cells: 151
  yosys_area_mm2: 0.001136
  synth.area.top_cells: "ha_1 26%, fa_1 11%, inv_1 5.6%"
power:
  pwr-share-seq_pct: 0
  power_frac_clock_pct: 0
  intPower_w: 0.00004240
  p_switching_w: 0.00004654
  sw_frac_of_total_pct: 52.33
  power_leakage_nw: 0.6249
  power_frac_comb_pct: 100.0
  cellPowerDensity_mw_per_mm2: 62.25
  peakVddDrop_mv: 0.01669
floorplan:
  fp-row-count: 33
  io_pins: 20
  die_y_um: 112
  die_area_mm2: 0.01254
  fp_util_pct: 13.83
  core_region_area_mm2: 0.008217
  die_w_um: 112
global_route:
  antenna_found_initial: 0
  busiest_layer: "met2"
  grt_pass1_wl_um: 5278
  grt_max_degree: 24
  grt_use_met3_pct: 0.6515
  grt_use_total_pct: 4.830
  grt_pass1_vias: 1043
  grt-ovfl-total: 0
  met1_usage_pct: 7.361
  use_met2_pct: 7.459
routing:
  drcViolationCount: 0
  antenna_left: 0
  via_count: 1067
  wl_per_cell_um: 11.38
  route.antenna.diode_count: 0
  dr.pass1.iters: 4
  viasPerCell: 3.952
  drt_wl_total_um: 3073
  drt_iter0_drc: 29
clocking:
  post_cts_buffers: 0
  ctsResizeCount: 0
  hold_buffers: 0
flow_run:
  warnings: 40
  cap_violations: 0
placement:
  preCtsSetupSlack_ns: 1.005
  dp_hpwl_um: 2563
  io_buffer_count: 20
  routabilityCongestion: 0.8985
final_layout:
  flop_area_um2: 0
  fin_util_pct: 17.39
  synthToLayoutAreaGrowth_pct: 25.77
  n_sequential_cell: 0
  num-clock-buffers: 0
  drive_above_1_share_pct: 3.636
worst_hold_path:
  hold_path.class: "input port to primary output"
  holdPathStages: 4
[layout by cell type, fill, tap and decap left out, types with 3 or more instances in the layout]
cell              n
o21ai_0           7
fa_1              6
a21o_1            3
ha_1             24
a22oi_1           3
inv_1            17
a211oi_1          4
clkdlybuf4s50_1  20
xor2_1            4
nand3_1           4
nand2_1          13
a21oi_1          10
nor2_1           15
nor3b_1           3
[logic make-up after synthesis]
| group | count (synthesis) | share of synthesized area (%) |
|---|---|---|
| adder cells (fa/ha/maj) | 30 | 37.01 |
| multiplexers | 2 | 1.762 |
| AND-OR/OR-AND | 41 | 25.66 |
| AND/OR/NAND/NOR | 48 | 21.59 |
| buffers and inverters | 24 | 9.361 |
| XOR/XNOR | 6 | 4.626 |
[cell type report]
| class | count | area (um^2) |
|---|---|---|
| Fill cell | 907 | 6788 |
| Multi-Input combinational cell | 127 | 1030 |
| Timing Repair Buffer | 20 | 200.2 |
| Tap cell | 105 | 131.4 |
| Inverter | 18 | 67.56 |
[per-stage QoR]
stage | std cells | total power [W] | area [um^2]
6_report | 270 | 0.00008895 | 1429
5_1_grt | 270 | 0.0001008 | 1429
4_1_cts | 270 | 0.00008967 | 1429
3_5_place_dp | 270 | 0.00008879 | 1429
3_3_place_gp | 270 | 0.00008880 | 1429
2_1_floorplan | 151 | 0.00005878 | 1136
[path summary, 6_finish.rpt]
check	start	to	slack, ns
worst min-delay path	a[0]	c[1]	4.29
worst max-delay path	a[1]	c[3]	1.03
[power groups by stage]
stage | clock network [W] | registers, W | logic [W]
after CTS | 0 | 0 | 0.0000897
after global routing | 0 | 0 | 0.000101
final | 0 | 0 | 0.0000889
[metal layers]
layer,vias to the layer above,share of wire (%)
met4,0,0
met2,27,41
met1,477,53
li1,563,-
met5,-,0
met3,0,5.3
Power figures rest on the tool's default switching activity, not on a simulated workload.
